==> design/flow/design.v <==
`timescale 1ns/100fs
`timescale 1ns/100fs
package struct_pckg;
typedef struct packed {
	logic [1:0]			format;	
	logic [64-1:0] 		rs1;
	logic [64-1:0] 		rs2;
	logic				staller;
	logic [3:0]			alu_op;
	logic 				alu_en;
	logic 				alu_src;
	logic [64-1:0]			pc;
	logic [64-1:0]			imm_gend;
	logic 				is_branch;
	logic 				is_compr;
	logic [1:0]                     branch_type;
	logic				mem_rd;
	logic				mem_wr;			
	logic [7:0]			mem_wr_en;
	logic [64-1:0]                 mem_addr;
	logic [64-1:0]			mem_data;
	logic 				mem_to_reg;
	logic				rf_wr;
	logic [5-1:0]	rf_wr_addr;
	logic [64-1:0]			rf_wr_data;
	logic 				is_valid;
	logic 				en_sign_ext;	 
	logic [3:0]			mem_req_unit;	 
	logic 				mem_ext;	 
} interconnection_struct;
endpackage
`timescale 1ns/100fs
`timescale 1ns/100fs
import struct_pckg :: interconnection_struct;
module imm_gen (
	input  logic [1:0]	i_format,
	input  logic [32-1:0]	i_instr,
	output logic [64-1:0]  o_imm 
);
	always_comb begin
		o_imm	= 0;
		unique case(i_format)
			2'b00: begin	
				o_imm = 64'b0;	 
			end
			2'b01: begin		        	
				if( i_instr[6:0] == 7'b0010111 ) begin 
					o_imm = i_instr[31:12];	 
				end
				else if ( i_instr[6:0] == 7'b1101111 ) begin
					o_imm = 64'(signed'({i_instr[31], i_instr[19:12], i_instr[20], i_instr[30:21]}));
				end
				else if ( i_instr[6:0] == 7'b1100111) begin
					o_imm = 64'(signed'(i_instr[11:0]));
				end
				else if ( i_instr[6:0] == 7'b0110111) begin
					o_imm = i_instr[31:12];
				end
				else begin
					;
				end
			end
			2'b10: begin
				if((i_instr[6:0]==7'b0010011) && (i_instr[14:12]==3'b001 || i_instr[14:12]==3'b101)) begin
					o_imm = 64'(signed'({i_instr[25] ,i_instr[31:20]}));  
				end
				else begin
					o_imm = { {52{i_instr[31]}}, i_instr[31:20] };
				end
			end
			2'b11: begin
				if(i_instr[6:0] == 7'b1100011) begin
					o_imm = 64'(signed'({i_instr[31], i_instr[7], i_instr[30:25], i_instr[11:8]}));
				end
				else begin
					o_imm = 64'(signed'({i_instr[31:25], i_instr[11:7]}));  
				end
			end
			default: o_imm = 64'b0;  
		endcase
	end
endmodule
==> design/flow/run.sh <==
#!/bin/bash
# OpenROAD 26Q1-2900-gdf79404cd8, Yosys 0.63+post, stock flow scripts
make -C /OpenROAD-flow-scripts/flow DESIGN_CONFIG=/design/flow/config.mk WORK_HOME=/design/flow/orfs finish
==> design/flow/config.mk <==
export PLATFORM = sky130hd
export DESIGN_NAME = imm_gen
export DESIGN_NICKNAME = imm_gen
export VERILOG_FILES = /design/flow/design.v
export SDC_FILE = /design/flow/constraint.sdc
export NUM_CORES = 4
export LEC_CHECK = 1
export CORE_AREA = 10 10 74 74
export DIE_AREA = 0 0 84 84
==> design/flow/constraint.sdc <==
current_design imm_gen

set clk_period 3.5
set clk_io_pct 0.2

create_clock -name clk0 -period $clk_period

set non_clock_inputs [all_inputs -no_clocks]
set_input_delay [expr $clk_period * $clk_io_pct] -clock clk0 $non_clock_inputs
set_output_delay [expr $clk_period * $clk_io_pct] -clock clk0 [all_outputs]
==> CHANGELOG.md <==
## Flow update

* Status: finished clean
* Max FO, Critical Path at 8
* First drt pass iteration count at 4
* Post-CTS Setup Bufs at 0
* Yosys Chip Area at 1174 um2
* Post-DRT Antenna Nets at 0
* Core area at 3971 um2
* Clk_buf instances at 0
* DRT iter0 DRCs at ~64
* Post-synth top area cell: buf_4
* Top logic family: AND-OR/OR-AND gates
* Inst Count DP at 282
* Most numerous logic cell after layout: clkdlybuf4s50_1
* Cells in synth_stat.txt at 169
* Multiplexer share at under 10%
* Hold_ws at 2429 ps
* Synth cell types at 39
* PD cells at 103.5 nW/um2
* Adder Area Share at 0%
* CP Capture Type: primary output
* Worst slew pin tran at around 330 ps
* Finished Layout Cells at 283
* Total power draw at around 0.00021 W
* HPWL after DPL at 4.324 mm
* Die Width at 84 um
* Via-per-instance ratio at 5.120
* FFs & Latches at 0
* First-pass GRT wire length at 7.921 mm
* Ao+oa area frac at between 30% and 40%
* Xor/xnor share at 0%
* Residual DRC count at 0
* GRT Util Overall at 13.25%
* WP data arrival at about 2700 ps
* Cells after Synth at 169
* Worst VDD drop at 0.00004920 V
* Final Cycle Share at 97.41%
* Top cell area share at 28.14%
* Worst slack at placement at -173.7 ps
* Initial antenna violation count at 0
* RSZ-0062 raised after global routing: no
* Setup TNS Final at 0 ps
* Highest clock rate at 0.2933 GHz
* Cell area leaders: buf_4 (28%), mux2i_1 (9.4%), o31ai_1 (5.8%)
* Final Max Slew Viols at 0
* Chip Height at 84 um
* Log Warnings at 32
* Per-cell routed wire length at 18.33 um
* Fp_density at 29.55%
* Final min period at between 3000 and 4000 ps
* Share of layout cells above drive strength 1 at between 10 and 15%
* Via count at about 1400
* Critical path required time at 2800 ps
* Hold Crit Class: input port to primary output
* Vias in the first global route at 1460
* CP Launch Type: input port
* Synth warn at 1
* Slew headroom at 77.78%
* Leak Pwr at 0.7607 nW
* Largest net degree at the start of global routing at 45
* I/O pin total at approximately 98
* Synthesized area at 1174 um2
* Yosys simple share at 22.92%
* GP Congestion at between 0.8 and 0.9
* Worst setup margin at 90.78 ps
* Number of port buffers at 98
* ANT cells at 0
* Hold Vio Cnt, Final at 0
* GR Overflow Total at 0
* Syn-to-layout area delta at 73.24%
* Hold_buf cts at 0
* Setup violations, final at 0
* Post-Route WL at 5.187 mm
* Worst Path Class, Setup: input port to primary output
* Max Cap Viol at 0
* Dominant logic cell types in the final layout: clkdlybuf4s50_1 (98), buf_4 (15), nor2_1 (12)
* Register area at 0 um2
* Die Size at 7056 um2
* Row count at 23
* Post-synth seq share at 0%
* Synthesized area per cell at 6.945 um2
Yosys cell counts (2+ instances only):
master    number
a22oi_1        4
o22ai_1        2
a21oi_1        9
buf_2          3
or2b_1         3
and2_1         2
nand2b_1       8
o221ai_1       3
o21ai_0        6
a221oi_1       4
a21boi_0       5
nand2_1       11
nand3_1        5
mux2i_1       11
buf_4         44
o31ai_1        9
buf_6          3
o32ai_1        4
nor2_1        12
and3_1         2
worst max-delay path: stages:
cell	delay, ps
clkdlybuf4s50_1	500
and3b_2	320
buf_4	180
nand3_4	130
nor2_1	60
o31ai_1	270
clkdlybuf4s50_1	550
cell families after synthesis:
kind of cell,Yosys count
AND-OR/OR-AND,55
buffers and inverters,53
AND/OR/NAND/NOR,50
multiplexers,11
layer usage:
layer  vias to the layer above  part of all wire [%]  global-route usage, %
li1                        714                     -                      -
met1                       653                    40                  15.84
met2                        80                    45                  21.46
met3                         2                    14                  7.087
met4                         0                  0.50                 0.6088
met5                         -                     0                      0
per-stage QoR:
| stage | util (%) | cell area, um2 |
|---|---|---|
| 5_1_grt | 51.20 | 2033 |
| 6_report | 51.20 | 2033 |
| 3_5_place_dp | 49.53 | 1967 |
| 2_1_floorplan | - | 1174 |
| 4_1_cts | 49.72 | 1974 |
| 3_3_place_gp | 49.53 | 1967 |
cell type report:
cell class / count / area (um2)
Timing Repair Buffer: 115 / 1139
Multi-Input combinational cell: 116 / 824.5
Inverter: 2 / 7.507
Fill cell: 370 / 1938
Tap cell: 50 / 62.56
final timing paths:
path	from	end	depth (start not counted)
min	i_instr[23]	o_imm[3]	4
max	i_instr[5]	o_imm[17]	7
report_power, final:
group,internal (W),switching [W]
Combinational,0.000137,0.0000732
Clock,0,0
Sequential,0,0
repair_timing:
| item | in CTS | in global routing |
|---|---|---|
| gates resized | 3 | 8 |
| pin swaps | 0 | 3 |
| setup endpoints to repair | 33 | 53 |
| hold endpoints to repair | 0 | 0 |
| gates cloned | 0 | 1 |
Power figures rest on the tool's default switching activity, not on a simulated workload.
