==> ./design.v <==
`timescale 1ns/100fs
`timescale 1ns/100fs
package struct_pckg;
typedef struct packed {
	logic [1:0]			format;	
	logic [64-1:0] 		rs1;
	logic [64-1:0] 		rs2;
	logic				staller;
	logic [3:0]			alu_op;
	logic 				alu_en;
	logic 				alu_src;
	logic [64-1:0]			pc;
	logic [64-1:0]			imm_gend;
	logic 				is_branch;
	logic 				is_compr;
	logic [1:0]                     branch_type;
	logic				mem_rd;
	logic				mem_wr;			
	logic [7:0]			mem_wr_en;
	logic [64-1:0]                 mem_addr;
	logic [64-1:0]			mem_data;
	logic 				mem_to_reg;
	logic				rf_wr;
	logic [5-1:0]	rf_wr_addr;
	logic [64-1:0]			rf_wr_data;
	logic 				is_valid;
	logic 				en_sign_ext;	 
	logic [3:0]			mem_req_unit;	 
	logic 				mem_ext;	 
} interconnection_struct;
endpackage
`timescale 1ns/1ns
`timescale 1ns/100fs
import struct_pckg :: interconnection_struct;
module compr_fsm (
	input logic clk,
	input logic rst_n,
	input logic [31:0] i_instr,
	input logic [63:0] i_if_pc,
	input logic i_jumb_taken,		
	input logic i_branch_taken,
	input logic [63:0] i_jumb_target,
        input logic [63:0] i_branch_target,
	input logic i_ex_ready,
	output logic [31:0] o_instr,
	output logic incr_pc,
	output logic [63:0] o_pc
);
parameter 	Normal_State 		= 2'b00;
parameter 	Unalligned_State	= 2'b01;
parameter 	SecondCompr_State 	= 2'b10;
parameter 	Jumb2HalfAddr_State	= 2'b11;
logic [1:0] 	state, next_state;
logic [15:0] 	temp_16bit_instr_buffer;
logic 		is_compr, is_2nd_compr;
logic [15:0] 	io_16bit_instr_buffer;
always_comb begin
    o_instr = i_instr;  
    is_compr = 0;
    is_2nd_compr = 0;
    temp_16bit_instr_buffer = 16'b0;
    incr_pc = 1'b1 ;
    o_pc = i_if_pc ;
    next_state = Normal_State;
    if((!i_branch_taken) && (!i_jumb_taken)) begin 
        if (state == Normal_State) begin
	    is_compr = !(i_instr[1:0]==2'b11);
	    is_2nd_compr = !(i_instr[17:16]==2'b11);
	    o_pc = i_if_pc ;	
	    if (!is_compr) begin
	        next_state = Normal_State;
	        o_instr = i_instr;
	        temp_16bit_instr_buffer = 16'b0 ;
	        incr_pc = 1'b1 ;
	    end
            else if (is_compr && !is_2nd_compr) begin
	        next_state = Unalligned_State;
	        o_instr = {16'b0, i_instr[15:0]};
	        temp_16bit_instr_buffer = i_instr[31:16];
	        incr_pc = 1'b1 ;
	    end
	    else if (is_compr && is_2nd_compr) begin
	        next_state = SecondCompr_State;
	        o_instr = {16'b0, i_instr[15:0]};
	        temp_16bit_instr_buffer = 16'b0;
	        incr_pc = 1'b0 ;
	    end
        end 
        else if (state == Unalligned_State ) begin
	    o_pc = i_if_pc - 2;
	    is_2nd_compr = !(i_instr[17:16]==2'b11);
	    o_instr = {i_instr[15:0], io_16bit_instr_buffer};
	    if (!is_2nd_compr) begin
                next_state = Unalligned_State;
	        temp_16bit_instr_buffer = i_instr[31:16];
	        incr_pc = 1'b1 ;
            end
	    else begin
	        next_state = SecondCompr_State;
	        temp_16bit_instr_buffer = 16'b0;
	        incr_pc = 1'b0 ;
	    end
        end
        else if (state == SecondCompr_State ) begin
	    next_state = Normal_State;
	    temp_16bit_instr_buffer = 16'b0;
	    o_instr = {16'b0 , i_instr[31:16]};
	    incr_pc = 1'b1 ;
	    o_pc =i_if_pc + 2;
        end
	else if (state == Jumb2HalfAddr_State ) begin
	    is_2nd_compr = !(i_instr[17:16]==2'b11);
	    if (!is_2nd_compr) begin
	    	next_state = Unalligned_State;
                temp_16bit_instr_buffer = i_instr[31:16];
		o_instr = {31'b0, 1'b1};			 
		incr_pc = 1'b1 ;
		o_pc =i_if_pc ;
	    end
	    else begin
            	next_state = Normal_State;
            	temp_16bit_instr_buffer = 16'b0;
            	o_instr = {16'b0 , i_instr[31:16]};
            	incr_pc = 1'b1 ;
		o_pc =i_if_pc + 2;
	    end
        end
   end
   else if(i_branch_taken) begin
	o_instr = {31'b0, 1'b1};                         
	if(!i_branch_target[1]) begin  
		next_state = Normal_State ;
		temp_16bit_instr_buffer = 16'b0;
            	incr_pc = 1'b0 ;
		o_pc =i_if_pc ;	
	end
	else begin
		next_state = Jumb2HalfAddr_State;
                temp_16bit_instr_buffer = 16'b0;
                incr_pc = 1'b0 ;
		o_pc =i_if_pc;
	end   
    end
    else if (i_jumb_taken) begin
	o_instr = {31'b0, 1'b1};                         
	if(!i_jumb_target[1]) begin  
                next_state = Normal_State ;
                temp_16bit_instr_buffer = 16'b0;
                incr_pc = 1'b0 ;
		o_pc =i_if_pc ;
        end
        else begin
                next_state = Jumb2HalfAddr_State;
                temp_16bit_instr_buffer = 16'b0;
                incr_pc = 1'b0 ;
		o_pc =i_if_pc ;
        end
    end
    else begin
	;
    end
end
always_ff @(posedge clk, negedge rst_n) begin
    if (~rst_n ) begin
        state <= Normal_State;
	io_16bit_instr_buffer <= 16'b0;
    end
    else if (!i_ex_ready) begin
        state <= state;
	io_16bit_instr_buffer <= io_16bit_instr_buffer;
    end
    else begin 	
	state <= next_state;
        io_16bit_instr_buffer <= temp_16bit_instr_buffer;
    end 
end      	  
endmodule
==> ./run.sh <==
#!/bin/bash
# OpenROAD 26Q1-2900-gdf79404cd8, Yosys 0.63+post, stock flow scripts
make -C /OpenROAD-flow-scripts/flow DESIGN_CONFIG=/design/flow/config.mk WORK_HOME=/design/flow/orfs finish
==> ./config.mk <==
export PLATFORM = sky130hd
export DESIGN_NAME = compr_fsm
export DESIGN_NICKNAME = compr_fsm
export VERILOG_FILES = /design/flow/design.v
export SDC_FILE = /design/flow/constraint.sdc
export NUM_CORES = 4
export LEC_CHECK = 1
export CORE_AREA = 10 10 149 149
export DIE_AREA = 0 0 159 159
==> ./constraint.sdc <==
current_design compr_fsm

set clk_period 11.0
set clk_io_pct 0.2

create_clock -name clk0 -period $clk_period [get_ports {clk}]

set non_clock_inputs [all_inputs -no_clocks]
set_input_delay [expr $clk_period * $clk_io_pct] -clock clk0 $non_clock_inputs
set_output_delay [expr $clk_period * $clk_io_pct] -clock clk0 [all_outputs]
==> flow_metrics.tcl <==
# flow metrics
set metrics [dict create \
    setup_viol 0 \
    fin_skew_ns 0.005603 \
    root_buffer "clkbuf_16" \
    cp_max_fo 9 \
    die_x_um 159 \
    grt.total_usage 0.1606 \
    period_minus_slack_ns 7.925 \
    yosysTopAreaCellShare 0.1107 \
    grt_pass1_vias 5709 \
    ys_chip_area_um2 4297 \
    maxCapViolCount 0 \
    crit_top_cell "clkdlybuf4s50_1" \
    num_io_pins 326 \
    avgSynthCellArea_um2 6.788 \
    gp_congestion 0.9600 \
    critical_path.top_delay_family "simple AND/OR/NAND/NOR gates" \
    fmax_mhz 126.2 \
    ctsResizeCount 0 \
    chipArea_um2 25280 \
    core_area_um2 18830 \
    antenna_found_initial 0 \
    fin_setup_tns_ns 0 \
    warnings 152 \
    drt_wl_total_um 21710 \
    p_total_mw 0.3827 \
    viasPerCell 5.428 \
    edf_count 0 \
    cts.clk_slew.worst_paths_ns 0.06 \
    hpwl_um 17200 \
    overflow 0 \
    wl_per_cell_um 20.52 \
    power.density_nw_per_um2 57.75 \
    end_kind "output port" \
    cts_buffers 3 \
    insertion_delay_ns 0.26 \
    yosysCellCount 633 \
    cts.sinks 20 \
    dr.pass1.iters 5 \
    syn2layout_area_growth_pct 54.22 \
    vdd_drop_max_mv 0.07423 \
    ys.flops 20 \
    synth-main-ff-cell "dfrtp_1" \
    yosys.stat.seqShare 0.1168 \
    synth_warnings 1 \
    io_buffers 197 \
    initCoreUtil 0.2282 \
    cts_tree "yes" \
    grt_first_pass_wirelength_um 33170 \
    drt_iter0_drc 538 \
    die_y_um 159 \
    slew_violations 0 \
    relSlewSlack 0.5064 \
    drive_gt1_frac 0.06516 \
    p_leak_nw 2.259 \
    cts_setup_buffers 0 \
    worst-path-buf-inv 2 \
    final_antenna_net_count 0 \
    status "complete, no violations" \
    critPathMaxStageDelay_ns 0.61 \
    cp_slowest_cell "or4b_1" \
    finalHoldViolCount 0 \
    lay_top_cells "clkdlybuf4s50_1 (197), nand2_1 (60), nor2_1 (45)" \
    setup.worst_path.start_class "input pin" \
    criticalPathCategory "in -> out" \
    worstHoldPathType "reg -> reg" \
    cp.required_ns 8.80 \
    worstMarginPinSlew_ns 0.7348 \
    yosysTopAreaCell "dfrtp_1" \
    lay_top_count "clkdlybuf4s50_1" \
    grt_max_degree 44 \
    h-tree-depth 1 \
    drc_errors 0 \
    synth_area_um2 4297 \
    cp_cell_sequence "clkdlybuf4s50_1, or4_4, or4b_1, nor3_2, a31oi_1, nor2_1, xor2_1, clkdlybuf4s50_1" \
    arrival_ns 5.72 \
    vias 5743 \
    row_count 50 \
    rsz0062_at_grt "false" \
    topCellsByArea "dfrtp_1 (11%), a22o_1 (6.3%), xnor2_1 (6.3%)" \
    async_flop_share 1.000 \
    synth.distinct_cells 69 \
    diodes 0 \
    clk_path_buf_depth 2 \
    postSynthCellCount 633 \
    period_used_share 0.7205 \
    hold_buffers 0 \
]
[kinds of logic after synthesis]
kind of cell	share of synthesized area
buffers and inverters	0.06115
multiplexers	0.03494
AND/OR/NAND/NOR	0.4118
XOR/XNOR	0.1264
adder cells (fa/ha/maj)	0.005823
flip-flops	0.1168
AND-OR/OR-AND	0.2432
[worst reg2reg max path: stages, from the launching register on]
cell	delay [ns]
dfstp_2	0.70
a21boi_0	0.57
nor2_1	0.13
nor3_2	0.14
buf_4	0.26
a22o_1	0.16
[flip-flops by register name, indices dropped and copies added (netlist names)]
signal / cells
io_16bit_instr_buffer: 16
state: 4
[final timing paths]
path                                                      startpoint                                     to  slack, ns  cells after the start
worst max-delay path                                      i_if_pc[5]                               o_pc[35]       3.08                      8
worst min-delay path            io_16bit_instr_buffer[1]$_DFFE_PN0P_   io_16bit_instr_buffer[1]$_DFFE_PN0P_       0.48                      1
worst max register to register                    state[0]$_DFF_PN1_   io_16bit_instr_buffer[5]$_DFFE_PN0P_       8.99                      5
worst min register to register  io_16bit_instr_buffer[1]$_DFFE_PN0P_   io_16bit_instr_buffer[1]$_DFFE_PN0P_       0.48                      1
max in group asynchronous                                      rst_n                     state[0]$_DFF_PN1_       8.45                      2
min in group asynchronous                                      rst_n  io_16bit_instr_buffer[14]$_DFFE_PN0P_       2.28                      2
[area by class of cell]
class | count | area, um^2
fill | 2029 | 12200
clock inverter | 1 | 30.03
timing repair buffer | 215 | 2107
sequential | 20 | 503.0
tap | 260 | 325.3
multi-input combinational | 550 | 3552
inverter | 9 | 33.78
clock buffer | 3 | 75.07
[through the flow]
| stage | hold slack [ns] | util | cells | setup WS (ns) | area [um^2] |
|---|---|---|---|---|---|
| after global routing | 0.5153 | 0.3519 | 1058 | 2.928 | 6626 |
| after CTS | 0.4793 | 0.3519 | 1058 | 3.132 | 6626 |
| final | 0.4770 | 0.3519 | 1058 | 3.075 | 6626 |
| after global placement | 0.4594 | 0.3463 | 1054 | 3.145 | 6521 |
| after detailed placement | 0.4664 | 0.3463 | 1054 | 3.133 | 6521 |
| after floorplan | 0.4495 | - | 633 | 4.567 | 4297 |
[report_power, final]
| group | switching (mW) | total [mW] | internal (mW) |
|---|---|---|---|
| Combinational | 0.0982 | 0.200 | 0.102 |
| Clock | 0.0292 | 0.101 | 0.0723 |
| Sequential | 0.00422 | 0.0810 | 0.0767 |
| Total | 0.132 | 0.383 | 0.251 |
[routing by layer]
layer / part of all wire / up-vias / GRT usage
li1: - / 2748 / -
met1: 0.43 / 2685 / 0.2148
met2: 0.46 / 286 / 0.2569
met3: 0.093 / 24 / 0.04590
met4: 0.017 / 0 / 0.02485
met5: 0 / - / 0
[Yosys cell counts (3+ instances only)]
library cell  count
nand2_1          60
nand4_1          24
or4_1            10
a211oi_1          3
o21ai_1           3
a21oi_1          27
buf_1             5
and2_1            4
inv_1             8
or3_1            12
nor3_1           43
nand4b_1          3
dfrtp_1          19
xnor2_1          31
buf_4             4
o211ai_1          5
nor4_1           24
a31o_2            4
a22o_1           31
a21o_1            3
and4_1            9
nand3_1          38
nand2b_1          4
o22ai_1           3
nor2_1           45
a22oi_1           4
o21ai_0          31
clkbuf_1         41
and3_1           22
mux2i_1          15
or4_4             4
a31oi_1          11
buf_2             3
a2bb2oi_1         5
xor2_1           31
or2_2             3
