==> flow/design.v <==
`timescale 1ns/100fs
`timescale 1ns/100fs
package struct_pckg;
typedef struct packed {
	logic [1:0]			format;	
	logic [64-1:0] 		rs1;
	logic [64-1:0] 		rs2;
	logic				staller;
	logic [3:0]			alu_op;
	logic 				alu_en;
	logic 				alu_src;
	logic [64-1:0]			pc;
	logic [64-1:0]			imm_gend;
	logic 				is_branch;
	logic 				is_compr;
	logic [1:0]                     branch_type;
	logic				mem_rd;
	logic				mem_wr;			
	logic [7:0]			mem_wr_en;
	logic [64-1:0]                 mem_addr;
	logic [64-1:0]			mem_data;
	logic 				mem_to_reg;
	logic				rf_wr;
	logic [5-1:0]	rf_wr_addr;
	logic [64-1:0]			rf_wr_data;
	logic 				is_valid;
	logic 				en_sign_ext;	 
	logic [3:0]			mem_req_unit;	 
	logic 				mem_ext;	 
} interconnection_struct;
endpackage
`timescale 1ns/100fs
module regfile_2r1w #(
  parameter DLEN          = 32,
  parameter ALEN          = 5
) (
  input  wire                   clk,
  input  logic [ALEN-1:0]       i_raddr_a,
  input  logic [ALEN-1:0]       i_raddr_b,
  input  logic                  i_wen,
  input  logic [ALEN-1:0]       i_waddr,
  input  logic [DLEN-1:0]       i_wdata,
  output logic [DLEN-1:0]       o_rdata_a,
  output logic [DLEN-1:0]       o_rdata_b
);
localparam DH = 1;
localparam RF_WORDS = 1 << 5;
logic [DLEN-1:0] rf [0 : RF_WORDS-1];
logic wen;
assign wen = i_wen & ~(i_waddr == 0);
always @(posedge clk) begin
    if ( wen ) begin
       rf[i_waddr] <= i_wdata;
    end
end
assign #DH o_rdata_a = rf[i_raddr_a];
assign #DH o_rdata_b = rf[i_raddr_b];
initial begin
 for (int i=0 ; i<RF_WORDS; i++) begin
   rf[i] = 0;
 end
end
endmodule
==> flow/run.sh <==
#!/bin/bash
# OpenROAD 26Q1-2900-gdf79404cd8, Yosys 0.63+post, stock flow scripts
make -C /OpenROAD-flow-scripts/flow DESIGN_CONFIG=/design/flow/config.mk WORK_HOME=/design/flow/orfs finish
==> flow/config.mk <==
export PLATFORM = sky130hd
export DESIGN_NAME = regfile_2r1w
export DESIGN_NICKNAME = regfile_2r1w
export VERILOG_FILES = /design/flow/design.v
export SDC_FILE = /design/flow/constraint.sdc
export NUM_CORES = 4
export LEC_CHECK = 1
export CORE_UTILIZATION = 30
==> flow/constraint.sdc <==
current_design regfile_2r1w

set clk_period 7.5
set clk_io_pct 0.2

create_clock -name clk0 -period $clk_period [get_ports {clk}]

set non_clock_inputs [all_inputs -no_clocks]
set_input_delay [expr $clk_period * $clk_io_pct] -clock clk0 $non_clock_inputs
set_output_delay [expr $clk_period * $clk_io_pct] -clock clk0 [all_outputs]
==> results.toml <==
# flow metrics
[run_status]
outcome = "completed"

[timing]
layout_min_cycle_time_ps = 6010
tightestPinTransition_ps = 940
min_period_over_period = 0.802
rsz0062_at_grt = "false"
relSlewSlack = 0.371
final_max_slew_viol_count = 0
worst_slack_ps = 1490
setup_violations = 0
fmax_ghz = 0.166
finalHoldViolations = 0
finalSetupTns_ps = 0

[grt]
grtUsageTotal = 0.198
grt_max_degree = 97
antenna_found_initial = 13
grt_pass1_wl_um = 221000
grt_pass1_vias = 31873
grt_overflow = 0

[detailed_routing]
drc = 0
routed-via-count = 30852
routedWlPerCell_um = 27.0
ant_nets = 0
drtPass1Iterations = 5
drtIter0Drc = 1914
wl_um = 156000
routed_via_density = 5.35
diodes = 0

[min_path]
holdCritStartpoint = "i_wdata[5]"
hp-class = "in2reg"

[die]
io_pins = 113
dieArea_um2 = 164000
die_w_um = 405
dieHeight_um = 405
initial_core_util = 0.303
num_rows = 147
core_um2 = 161000

[cells_and_area]
drive_above_1_share = 0.0950
nFillCells = 15213
final_area_um2 = 56000
largest_register = "rf"
synthToLayoutAreaGrowth_pct = 14.9
largest_register_ffs = 1024
reg_top3 = "rf x1024"

[worst_setup_path]
crit_start = "i_raddr_a[2]"
required_ps = 6000
crit_fanout = 23
end_kind = "output pin"
cp-start-kind = "primary input"
critPathCapture = "o_rdata_a[31]"
worst_ep_arrival_time_ps = 4510
worstSetupPathType = "in2out"

[flow_run]
cap_violations = 0
warnings = 26

[power]
p_leak_nw = 20.3
max-vdd-ir-drop_v = 0.000215
switching_power_mw = 2.94
swShare = 0.234
power_frac_clock = 0.395
seqPwrFrac = 0.510
p_int_mw = 9.63
power-per-cell-area_nw_per_um2 = 224
combPwrFrac = 0.095

[synthesis]
fa_ha_area_frac = 0
ys_sh_xor = 0
syn_area_um2 = 48800
async_flop_share = 0
ys_sh_aoi = 0.0805
edf_count = 1024
ys_seq_share = 0.631
topCombFamilyByArea = "multiplexers"
netlist.area_leader.share = 0.631
yosys_area_um2 = 48800
mux_area_frac = 0.210
top_area_cell = "edfxtp_1"
common_cells = "1024 x edfxtp_1, 1024 x mux2i_1, 195 x nand2_1"
top_cells_by_area = "edfxtp_1 63%, mux2i_1 21%, a22oi_1 3.0%, a22o_1 2.3%, nand3_1 2.0%"
synth.avg_cell_area_um2 = 14.4
syn_inst = 3386
synth-main-ff-cell = "edfxtp_1"
yosysWarnings = 1
synth_flop_count = 1024
ys_cells = 3386
ys_types = 24
simple_gate_share = 0.0471

[clock_tree]
clockBufferDepth = 3
cts_tree = "yes"
cts_num_sinks = 1024
post-cts-setup-buffers = 0
ctsHoldBuffers = 0
h-tree-depth = 3
cts_resized = 0
cts_buffers = 100
clk_pin_slew_ps = 60
root_buffer = "clkbuf_16"

[placement]
portBuffers = 112
placed_area_um2 = 52800
dp_slack_ps = 1520
gp_congestion = 0.877
place_hpwl_um = 88000
==> logic make-up (layout without fill, tap and decap cells) <==
group | Yosys count | after routing
muxes | 1024 | 1024
DFF | 1024 | 1024
AOI/OAI and AO/OA | 576 | 576
and+or+nand+nor | 508 | 508
buffers and inverters | 253 | 446
other | 1 | 32
==> critical path: stages <==
cell             delay, ps
clkdlybuf4s50_1        620
nor2b_4                690
buf_4                  500
a22o_1                 190
nor3_1                  40
a31oi_1                310
nand3_1                180
clkdlybuf4s50_1        440
==> layout make-up <==
type                            count  area (µm²)  share of cell area
Sequential cell                  1024       30700               0.549
Multi-Input combinational cell   2140       16900               0.301
Tap cell                         2160        2700              0.0482
Clock buffer                      118        2610              0.0466
Timing Repair Buffer              261        2500              0.0446
Clock inverter                     67         568              0.0101
==> power groups by stage <==
stage | registers, mW | clock network (mW) | logic (mW)
CTS | 6.41 | 5.03 | 1.20
finish | 6.41 | 4.96 | 1.19
global route | 6.42 | 5.23 | 1.27
==> cells in the final DEF (no fill, tap or decap), types with 3 or more instances in the layout <==
cell | synthesis | final
or3b_2 | 3 | 3
nor2_4 | 0 | 33
buf_4 | 57 | 129
mux2i_1 | 1024 | 1024
nand2_1 | 195 | 193
clkdlybuf4s50_1 | 0 | 110
nor3_1 | 64 | 64
clkinvlp_4 | 0 | 3
bufinv_16 | 0 | 9
a22o_1 | 128 | 128
clkbuf_16 | 0 | 102
buf_12 | 0 | 20
clkbuf_1 | 82 | 16
clkinv_2 | 0 | 21
clkinv_1 | 0 | 27
conb_1 | 1 | 32
nand3_1 | 194 | 194
nand3b_1 | 5 | 5
nand2b_2 | 0 | 4
a31oi_1 | 64 | 64
a21oi_1 | 192 | 192
inv_6 | 0 | 4
a22oi_1 | 192 | 192
nor2b_4 | 0 | 4
edfxtp_1 | 1024 | 1024
==> stage by stage <==
step	hold WS, ps	std cells	total power [mW]	util
after floorplan	1600	3417	7.20	-
after global placement	2330	5585	7.72	0.328
after detailed placement	2330	5585	7.73	0.328
after CTS	1580	5770	12.6	0.348
after global routing	1620	5770	12.9	0.348
final	1620	5770	12.6	0.348
==> metal layers <==
metal | GRT usage | routed length (µm) | vias up | part of all wire
met2 | 0.297 | 71000 | 1678 | 0.46
met4 | 0.0535 | 5110 | 10 | 0.033
met3 | 0.127 | 23300 | 294 | 0.15
met5 | 0.00149 | 67 | - | 0.00043
met1 | 0.239 | 56000 | 15234 | 0.36
li1 | - | - | 13636 | -
==> worst min-delay path by stage <==
stage | depth (start not counted) | slack (ps) | end
5_1_grt | 2 | 1620 | rf[15][28]
4_1_cts | 2 | 1580 | rf[15][26]
6_report | 2 | 1620 | rf[26][5]
Power and IR drop assume default switching activity.
